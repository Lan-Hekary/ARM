--- flow/run.sh ---
#!/bin/bash
# OpenROAD 26Q1-2900-gdf79404cd8, Yosys 0.63+post, stock flow scripts
make -C /OpenROAD-flow-scripts/flow DESIGN_CONFIG=/design/flow/config.mk WORK_HOME=/design/flow/orfs finish
--- flow/config.mk ---
export PLATFORM = sky130hd
export DESIGN_NAME = shift
export DESIGN_NICKNAME = shift
export VERILOG_FILES = /design/flow/design.v
export SDC_FILE = /design/flow/constraint.sdc
export NUM_CORES = 4
export LEC_CHECK = 1
export CORE_UTILIZATION = 30
export SYNTH_HDL_FRONTEND = slang
--- flow/constraint.sdc ---
current_design shift

set clk_period 14.1
set clk_io_pct 0.2

create_clock -name clk0 -period $clk_period

set non_clock_inputs [all_inputs -no_clocks]
set_input_delay [expr $clk_period * $clk_io_pct] -clock clk0 $non_clock_inputs
set_output_delay [expr $clk_period * $clk_io_pct] -clock clk0 [all_outputs]
--- flow/design.v ---
module shift(Inst,Enable,RD2_input,ALUSrc2_output);
input [7:0] Inst;
input Enable;
input [31:0] RD2_input;
output [31:0] ALUSrc2_output;
wire [4:0] shamt5;
assign shamt5[4:0]=(Inst[0]==0)? Inst[7:3] :5'b00000;
wire [1:0] sh;
assign sh[1:0]=Inst[2:1];
wire [31:0] internal_output;
assign internal_output= (sh[1]==1) ? ( (sh[0]==1)? ( (RD2_input>>shamt5)|(RD2_input<<32-shamt5) ):( (RD2_input>>shamt5)|({32{1'b1}}<<32-shamt5) ) ) : ( (sh[0]==1)? (RD2_input>>shamt5):(RD2_input<<shamt5) );
assign ALUSrc2_output = (Enable==1)? internal_output : RD2_input;
endmodule
==> GITHUB_STEP_SUMMARY <==
## Synthesis and layout report

| Metric | Value |
|---|---|
| Vias in the first global route | 8,749 |
| DIE HEIGHT | 155 µm |
| Area leader share | 15.7% |
| Worst Path Arrival | 7.61 ns |
| Switch share | 63.2% |
| Yosys cell count | 1,022 |
| # clk buffers | 0 |
| Syn avg cell area | 6.91 µm² |
| Post-synthesis simple-gate area fraction | 23.8% |
| Internal power | 0.000144 W |
| Kind of critical path | input port to output pin |
| Area Growth Syn to Fin | 11.8% |
| TNS Setup | 0 ns |
| Clock power frac | 0% |
| Dominant logic cell types in the final layout | nand2_1, mux2i_1, nor2_1 |
| DIE AREA | 0.0242 mm² |
| Mux share | 29.8% |
| Final number of hold-violating endpoints | 0 |
| DR WL/cell | 33.0 µm |
| Tool warning count | 32 |
| P_sw | 0.000247 W |
| Fmax | 95.9 MHz |
| Routed vias | 9,286 |
| Num rows | 55 |
| Top logic family | AND-OR/OR-AND gates |
| Via/cell ratio | 6.99 |
| Status | complete, no violations |
| Yosys synthesis chip area | 0.00707 mm² |
| Setup violators final | 0 |
| Synth warn | 0 |
| Cell Area, Synth | 0.00707 mm² |
| Power Density | 49.5 mW/mm² |
| Hold_buf cts | 0 |
| Final period utilization | 74.0% |
| Area occupied by registers | 0 µm² |
| Post-cts sizing count | 0 |
| Yosys top cell by area | mux2i_1 |
| Slew @ Worst Pin | 0.967 ns |
| Initial antenna violation count | 0 |
| I/O pin count | 73 |
| Share of layout cells above drive strength 1 | 15.4% |
| Postcts setup bufs | 0 |
| Placed cell area | 0.00790 mm² |
| Final instance area | 0.00790 mm² |
| Cell Type Count | 85 |
| RSZ-0062 raised after global routing | false |
| Worst-path maximum fanout | 55 |
| P_leak | 2.90 nW |
| Critical Path Start Type | input port |
| Slew HR | 35.3% |
| PortBufs | 73 |
| First-pass GRT wire length | 63.6 mm |
| # DRC | 0 |
| Final Critical Period | 10.43 ns |
| GRT Total Usage | 36.9% |
| Maximum vdd drop | 0.0000270 V |
| Hpwl dp | 31.7 mm |
| Hold WC Path Type | input port to output pin |
| Placer Congestion | 1.11 |
| Worst path required time | 11.28 ns |
| Critical Path End Type | output pin |
| TritonRoute pass-1 iters | 6 |
| Syn Inst Count | 1,022 |
| Core area | 0.0228 mm² |
| Antenna cell count | 0 |
| GR Overflow Total | 0 |
| Routed Antenna Nets | 0 |
| Logic pwr share | 100.0% |
| XOR Share, Synth | 0.620% |
| Post-Route WL | 43.9 mm |
| Top cells by area, synth | mux2i_1, mux4_2, nand2_1, nor2_1, o22ai_1 |
| Most frequent logic cell in the layout | nand2_1 |
| Pin count of the biggest net entering global routing | 64 |
| Util after Layout | 34.6% |
| Post-synthesis adder-cell area fraction | 0.177% |
| Fin. max-slew vios | 0 |
| Flop count | 0 |
| Layout fillers | 2,510 |
| Max-cap viol count | 0 |
| Starting DRT DRC Count | 1,351 |
| Fp util | 30.9% |
| Seq pwr share | 0% |
| Chip width | 155 µm |
| Register area share after synthesis | 0% |
| Aoi share | 35.1% |
-- routing by layer --
layer | vias up | track usage [%] | part of all wire, %
met5 | - | 0 | 0
met4 | 0 | 18.4 | 6.0
met3 | 157 | 11.4 | 13
met2 | 774 | 53.9 | 42
met1 | 4420 | 49.3 | 39
li1 | 3935 | - | -
-- power by group through the flow --
| stage | Sequential [W] | Combinational, W | Clock, W |
|---|---|---|---|
| CTS | 0 | 0.000374 | 0 |
| global route | 0 | 0.000404 | 0 |
| finish | 0 | 0.000391 | 0 |
-- worst max-delay path, cell delays in order --
cell,delay (ns)
buf_2,0.08
buf_4,0.52
nor2b_4,0.25
buf_4,0.34
inv_4,0.18
ha_2,0.64
buf_4,0.41
mux2i_1,0.15
and3_1,0.20
a31oi_1,0.24
o22ai_1,0.15
mux2i_1,0.43
nor3_1,0.10
nor4_1,0.47
clkdlybuf4s50_1,0.57
-- per-stage QoR --
step	instances	power [W]	hold WS (ns)	setup WS, ns
floorplan	1022	0.000226	5.76	5.55
global placement	1328	0.000379	6.67	3.74
detailed placement	1328	0.000372	6.66	3.81
CTS	1328	0.000374	6.66	3.80
global route	1328	0.000404	6.74	3.40
finish	1328	0.000391	6.68	3.67
-- logic make-up after synthesis --
kind of cell / count (synthesis)
adders and majority gates: 1
buffers and inverters: 146
xor gates and xnor gates: 2
AOI/OAI and AO/OA: 348
and+or+nand+nor: 358
muxes: 167
-- final cells by class --
cell class / count / area [µm²] / area share, %
Timing Repair Buffer: 128 / 1120 / 14.2
Multi-Input combinational cell: 876 / 6340 / 80.2
Inverter: 11 / 46.3 / 0.586
Tap cell: 313 / 392 / 4.96
-- final timing paths --
check  startpoint                  to  slack (ns)  cells after the start
min        Enable  ALUSrc2_output[13]        6.68                      5
max       Inst[3]  ALUSrc2_output[29]        3.67                     15
-- synth_stat cells, drive strengths merged (5+ instances only) --
cell type,number
nand4,8
or2,5
a221oi,18
clkbuf,65
inv,10
a22oi,22
nand3,29
nor2b,16
o2111ai,8
mux2i,112
nor3b,7
o22ai,46
o221ai,20
nand2,133
a32oi,8
and2,5
a211oi,21
mux2,23
o21ai,53
nor4,6
nor3,23
a21o,8
a31oi,22
o211ai,16
nand2b,11
a2111oi,5
buf,70
a21oi,57
nor2,97
mux4,32
Power is estimated from default activity; no workload was simulated.
