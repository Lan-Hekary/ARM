--- design/flow/run.sh ---
#!/bin/bash
# OpenROAD 26Q1-2900-gdf79404cd8, Yosys 0.63+post, stock flow scripts
make -C /OpenROAD-flow-scripts/flow DESIGN_CONFIG=/design/flow/config.mk WORK_HOME=/design/flow/orfs finish
--- design/flow/config.mk ---
export PLATFORM = sky130hd
export DESIGN_NAME = shift2
export DESIGN_NICKNAME = shift2
export VERILOG_FILES = /design/flow/design.v
export SDC_FILE = /design/flow/constraint.sdc
export NUM_CORES = 4
export LEC_CHECK = 1
export CORE_UTILIZATION = 30
export SYNTH_HDL_FRONTEND = slang
--- design/flow/design.v ---
module shift2(Inst,Enable,RD2_input,ALUSrc2_output);
	input [7:0] Inst;
	input Enable;
	input [31:0] RD2_input;
	output [31:0] ALUSrc2_output;
	wire [4:0] shamt5;
	assign shamt5[4:0]=(Inst[0]==0)? Inst[7:3] :5'b00000;
	wire [1:0] sh;
	assign sh[1:0]=Inst[2:1];
	wire [31:0] internal_output;
	assign internal_output= (sh[1]==1) ? 
	( (sh[0]==1)? ( (RD2_input>>shamt5)|(RD2_input<<32-shamt5) ):
	( (RD2_input>>shamt5)|({32{1'b1}}<<32-shamt5) ) ) : 
	( (sh[0]==1)? (RD2_input>>shamt5):(RD2_input<<shamt5) );
	assign ALUSrc2_output = (Enable==1)? internal_output : RD2_input;
endmodule
--- design/flow/constraint.sdc ---
current_design shift2

set clk_period 11.3
set clk_io_pct 0.2

create_clock -name clk0 -period $clk_period

set non_clock_inputs [all_inputs -no_clocks]
set_input_delay [expr $clk_period * $clk_io_pct] -clock clk0 $non_clock_inputs
set_output_delay [expr $clk_period * $clk_io_pct] -clock clk0 [all_outputs]
==> metrics.cfg <==
[critical_path]
max_stage_delay_ps=790
crit_path_max_fanout=55
path_buffers=5
path_cells=buf_2 > buf_4 > nor2b_4 > inv_4 > ha_2 > buf_4 > mux2i_1 > and3_1 > a31oi_1 > o22ai_1 > mux2i_1 > nor3_1 > nor4_1 > clkdlybuf4s50_1
slowest_stage=nor2b_4
startpoint_type=input port
path_delay_family=buffers and inverters
end_kind=output pin
cp.depth=14
path_class=input port to output pin
worstPathRequired_ps=9040
arrival_ps=7350

[die]
initCoreUtil_pct=30.9
core_area_um2=22800
die_area_um2=24200
rows=55
io_pins=73
die_w_um=155
dieHeight_um=155

[hold_path]
holdCritPathClass=input port to output pin
whs_path_depth=5
holdPathEnd=ALUSrc2_output[23]
hp-start=Enable

[clocking]
cts_resized=0
hold_buffers=0
post_cts_buffers=0

[detailed_routing]
dr.pass1.iters=8
drcViolationCount=0
wl_per_cell_um=31.9
num_vias=9186
detail-route-antenna-nets=0
diodes=0
wirelength_mm=42.0
vias_per_cell=6.96
drt-initial-drc-count=1242

[yosys]
yosysWarnings=0
yosysChipArea_um2=7070
netlist-cell-type-count=85
synth-cells-yosys=1022
yosysMostFrequentCell=nand2_1
netlist_area_um2=7070
synth_cells=1022
ys_top_cells_by_count=nand2_1, mux2i_1, nor2_1, clkbuf_1, a21oi_1
yosysTopAreaCellShare_pct=15.7
yosysTopAreaCell=mux2i_1
syn_avg_cell_area_um2=6.91
synth-seq-area-share_pct=0
top_cells_by_area=mux2i_1, mux4_2, nand2_1

[layout]
register_area_um2=0
clock_buffers=0
final_util_pct=34.3
n_fill_cell=2487
area_growth_syn_to_layout_pct=10.8
comb_area_um2=6340
seq_cells=0
drive_gt1_share_pct=14.6

[timing]
drv_slew=0
fin_crit_sh_pct=85.1
final-hold-violation-count=0
final.min_clock_period_ps=9610
setup_violations=0
whs_ps=5540
relSlewSlack_pct=26.1
worst_pin_slew_ps=1110
fin_tns_setup_ps=0
rsz0062_at_grt=no
clock.fmax_mhz=104

[place]
portBuffers=73
dp_hpwl_mm=30.0
gp_congestion=1.09

[power_and_ir_drop]
ir_drop_uv=21.8
powerDensity_nw_per_um2=60.8
p_leak_nw=2.86

[job]
warnings=32
maxCapViolations=0

[global_routing]
first_global_vias=8700
grt_pass1_wl_mm=60.9
grt_max_degree=64
antenna_found_initial=0
gr-total-overflow=0
grt_use_total_pct=35.3

[status]
outcome=finished clean

cells by family after synthesis:
group	count (synthesis)	synth area share, %
compound gates	348	35.1
buf+inv	146	10.6
simple gates	358	23.8
xor+xnor	2	0.620
mux	167	29.8
fa+ha+maj	1	0.177
layout make-up:
type / instances / share of cell area [%]
repair buffers: 119 / 13.5
inverters: 11 / 0.591
multi-input cells: 876 / 80.9
well taps: 313 / 5.00
layer usage:
layer | vias to the layer above | global-route usage [%] | routed length [um]
met3 | 164 | 12.2 | 5510
met1 | 4327 | 45.6 | 15900
met4 | 0 | 18.8 | 2740
li1 | 3920 | - | -
met2 | 775 | 51.9 | 17800
met5 | - | 1.04 | 0
metrics by stage:
step                setup slack (ps)  area [um2]  std cells  power [mW]
global placement                1910        7830       1319       0.460
global route                    1560        7830       1319       0.495
floorplan                       3870        7070       1022       0.283
finish                          1690        7830       1319       0.477
CTS                             1890        7830       1319       0.457
detailed placement              1890        7830       1319       0.456
where the power goes:
part	leakage, nW	switching, mW	total [mW]	internal [mW]
Combinational	2.86	0.300	0.477	0.177
Sequential	0	0	0	0
Clock	0	0	0	0
how the worst max path moves through the flow:
stage,startpoint,to,slack (ps)
after CTS,Inst[3],ALUSrc2_output[20],1890
after global routing,Inst[3],ALUSrc2_output[29],1560
final,Inst[3],ALUSrc2_output[29],1690
cells in the final DEF (no fill, tap or decap), drive strengths merged, types with 29 or more instances in the layout:
cell type and count:
nand2 133, o21ai 53, a21oi 57, clkdlybuf4s50 69, o22ai 46, nand3 29, nor2 97, mux2i 112
buf 50, mux4 32
Power figures rest on the tool's default switching activity, not on a simulated workload.
