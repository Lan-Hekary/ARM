==> inst.txt <==
E04F000F
E2802005
E280300C
E2437009
E1874002
E0035004
E0855004
E0558007
0A00000C
E0538004
AA000000
E2805000
E0578002
B2857001
E0477002
E5837008
E5902014
E08FF000
E280200E
EA000001
E280200D
E280200A
E580201A
00000000
00000000
00000000
00000000
00000000
00000000
00000000
00000000
00000000
00000000
==> run.sh <==
#!/bin/bash
# OpenROAD 26Q1-2900-gdf79404cd8, Yosys 0.63+post, stock flow scripts
make -C /OpenROAD-flow-scripts/flow DESIGN_CONFIG=/design/flow/config.mk WORK_HOME=/design/flow/orfs finish
==> config.mk <==
export PLATFORM = sky130hd
export DESIGN_NAME = single_cycle
export DESIGN_NICKNAME = single_cycle
export VERILOG_FILES = /design/flow/design.v
export SDC_FILE = /design/flow/constraint.sdc
export NUM_CORES = 4
export LEC_CHECK = 1
export CORE_AREA = 10 10 70 70
export DIE_AREA = 0 0 80 80
export SYNTH_HDL_FRONTEND = slang
==> constraint.sdc <==
current_design single_cycle

set clk_period 1.5
set clk_io_pct 0.2

create_clock -name clk0 -period $clk_period [get_ports {clk}]
create_clock -name clk1 -period $clk_period [get_ports {enable}]

set non_clock_inputs [all_inputs -no_clocks]
set_input_delay [expr $clk_period * $clk_io_pct] -clock clk0 $non_clock_inputs
set_output_delay [expr $clk_period * $clk_io_pct] -clock clk0 [all_outputs]
==> design.v <==
module ARM(input clk,input reset,input [31:0] inst,input [31:0]ReadData,output  [31:0] DataAdr ,
             output [31:0] WriteData,
             output Write_Enable,output reg [31:0] PC);
    wire[3:0] ALUFlags;
    wire PCSrc,MemtoReg,MemWrite;
    wire [1:0]ALUControl;
    wire ALUSrc;
    wire [1:0]ImmSrc;
    wire RegWrite;
    wire [1:0]RegSrc;
    initial
        PC=32'b0;
    wire [31:0] PCPlus4,PCPlus8,PC_dash;
    assign PCPlus4=PC+4;
    assign PCPlus8=PCPlus4+4;
    wire [31:0] Result;
    assign PC_dash=(PCSrc==1)?Result:PCPlus4;
    always @(posedge clk,posedge reset)begin
		if(reset) 
			PC=32'b0;
		else
        	PC<=PC_dash;
	end
    control_unit Cu(clk,reset,inst[31:28],inst[27:26],inst[25:20],inst[15:12],ALUFlags,PCSrc,
							MemtoReg,MemWrite,
                    ALUControl,ALUSrc,ImmSrc,RegWrite,RegSrc);
    wire [3:0] RA1;
    assign RA1=(RegSrc[0]==1)?4'd15:inst[19:16];
    wire [3:0] RA2;
    assign RA2=(RegSrc[1]==1)? inst[15:12]:inst[3:0];
    wire [3:0] RA3;
    assign RA3=inst[15:12];
    wire [31:0]  ALUResult;
    wire [31:0] RD1,RD2;
    assign DataAdr = ALUResult;
    assign WriteData=RD2;
    assign Result=(MemtoReg==1)?ReadData:ALUResult;
    register_file R_F(clk,RegWrite,RA1,RA2,RA3,Result,PCPlus8,RD1,RD2);
    wire [31:0] SrcA,SrcB,ExtImm;
    assign SrcA=RD1;
    assign SrcB=(ALUSrc==1)?ExtImm:RD2;
    alu2 alu(SrcA,SrcB,ALUControl,ALUResult,ALUFlags);
    extend ex(ImmSrc,inst[23:0],ExtImm);
	assign Write_Enable=MemWrite;
endmodule
module alu2(input wire [31:0] srca,input wire [31:0]srcb,
input wire [1:0] alucontrol,
output reg[31:0] aluresult,output wire[3:0]aluflags);
reg [31:0]sum;
reg cout;
wire [31:0]srcbc=~srcb;
always@(*) begin
if(alucontrol[0]) {cout,sum}=srca+srcbc+1;
else {cout,sum}=srca+srcb;
case (alucontrol)
2'b00: aluresult=sum;
2'b01: aluresult=sum;
2'b10: aluresult=srca & srcb;
2'b11: aluresult=srca | srcb;
endcase
end
assign aluflags[3:2]={aluresult[31],aluresult==0};  
assign aluflags[1]= cout & ~alucontrol[1];  
assign aluflags[0]= (~(alucontrol[0]^srca[31]^srca[31])) & (~alucontrol[1]) & (aluresult[31] ^ srca[31]) ;  
endmodule
module decoder(input [1:0] op,input [5:0] funct,input [3:0]rd,
                    output reg [1:0] flagw,output wire pcs,output wire regw,
                    output wire memw,output wire memtoreg,output wire alusrc,
                    output wire [1:0] immsrc,output wire [1:0] regsrc,output reg[1:0] alucontrol ,output wire nowrite
                    );
  reg [9:0] control;
  wire aluop;
  wire branch;
  always @*
  case(op)
    2'b00: if(funct[5]) control=10'b0001001001;    
           else         control=10'b0000001001;    
    2'b01: if(funct[0]) control=10'b0101011000;    
           else         control=10'b0011010100;    
    2'b10:              control=10'b1001100010;    
	 default:control=10'bxxxxxxxxxx;
   endcase
  assign {branch,memtoreg,memw,alusrc,immsrc,regw,regsrc,aluop} = control;  
  always @*
  if(aluop)begin
  case(funct[4:1])
    4'd4 :  alucontrol=0;    
    4'd2 :  alucontrol=1;    
    4'd0 :  alucontrol=2;    
    4'd12:  alucontrol=3;    
    4'd10:  alucontrol=1;    
    default:alucontrol=2'bxx;
  endcase
   flagw[1]=funct[0];         
   flagw[0] = funct[0] & (alucontrol == 0 | alucontrol == 1);      
  end
else begin           
   flagw=0;
   alucontrol=0; 
 end   
 assign pcs =((rd == 15) & regw) | branch ;         
 assign nowrite = (funct[4:1]==10);       
endmodule
module conditional_logic(input clk,input reset,input [3:0] cond,input [3:0]aluflags,input [1:0] flagw ,input pcs,
                          input wire regsw,input memw,input nowrite,output reg condex,
                          output wire PCSrc,output wire RegWrite ,output wire MemWrite);
            wire [3:0] flags;                  
            wire n,z,c,v;
            wire [1:0]flagwrite; 
			assign flagwrite= flagw & {2{condex}};       
            flip_flop  f1 (clk,reset,flagwrite[0],aluflags[1:0],flags[1:0]);
            flip_flop  f2 (clk,reset,flagwrite[1],aluflags[3:2],flags[3:2]); 
            assign {n,z,c,v} = flags; 
            always@(*)
                case(cond)
                    4'b0000:  condex=z;     
                    4'b0001:  condex=~z;    
                    4'b0010:  condex=c;     
                    4'b0011:  condex=~c;    
                    4'b0100:  condex=n;     
                    4'b0101:  condex=~n;    
                    4'b0110:  condex=v;     
                    4'b0111:  condex=~v;     
                    4'b1000:  condex= ~z & c;  
                    4'b1001:  condex= ~c | z;  
                    4'b1010:  condex=~(n^v);   
                    4'b1011:  condex=n^v;      
                    4'b1100:  condex=~z & ~(n ^ v);   
                    4'b1101:  condex=~z & ~(n ^ v);      
                    4'b1110:  condex=1'b1;              
                    default:  condex=1'bx;
                endcase  
                assign PCSrc = pcs & condex; 
                assign RegWrite = regsw & condex & (~ nowrite); 
                assign MemWrite = memw & condex;  
          endmodule
module flip_flop(input clk,input reset,input en,input [1:0] d,output reg [1:0] q);
    always @(posedge clk) begin
    if(reset) q<=0;
    else begin
		if(en) q <= d;
		end
	end
endmodule
module control_unit(input Clk,input reset,input [3:0] Cond,input [1:0] Op,input [5:0] Funct,input [3:0] Rd,input [3:0]ALUFlags,
                output wire PCSrc,output wire MemtoReg,output wire MemWrite,output wire [1:0]ALUControl,
                output wire ALUSrc,output wire [1:0]ImmSrc,output wire RegWrite,output wire [1:0]RegSrc);
      wire [1:0]Flagw;
      wire PCS,RegW,MemW;
      wire nowrite;
      wire condex;
      decoder d1(Op,Funct,Rd,Flagw,PCS,RegW,MemW,MemtoReg,ALUSrc,ImmSrc,RegSrc,ALUControl,nowrite);
      conditional_logic c1(Clk,reset,Cond,ALUFlags,Flagw,PCS,RegW,MemW,nowrite,condex,PCSrc,RegWrite,MemWrite);
endmodule
module extend(input [1:0] ImmSrc,input [23:0] Instr,output reg[31:0] ExtImm);
      always @*
      case(ImmSrc)
          2'b00: ExtImm = { { 24{1'b0}},Instr[7:0]}; 
          2'b01: ExtImm = { { 20{1'b0}},Instr[11:0]};
          2'b10: ExtImm = { { 6{Instr[23]}},Instr[23:0],2'b00};
			 default: ExtImm = {32{1'bx}};
      endcase
endmodule
module memory(input [31:0] A,output reg [31:0] RD);
reg [31:0]mem[0:31];
integer i;
initial begin
	for(i=0;i<31;i=i+1)
    mem[i]={32{1'b0}};
	$readmemh("inst.txt",mem);
end
always@(A) begin
	RD = mem[A[31:2]];
	end
endmodule
module datamem
(input [31:0] A,
input [31:0] WD,
input  WE,
output [31:0] RD,
input  clk);
reg [31:0] mem [0:31];
assign RD = mem[A[6:2]];
always @(posedge clk) begin
if(WE)begin
mem[A[6:2]] <= WD;
end
end
endmodule
module register_file(input clk,input we3,
                     input [3:0]a1,input [3:0]a2,input [3:0]a3,
                     input [31:0] wd3,input [31:0] r15,
                     output [31:0]rd1 ,output[31:0] rd2 
                    );
                    reg[31:0] mem[0:15];
                    always@(posedge clk)begin 
							      if(we3) mem[a3]=wd3;
							      if(r15) mem[15]=r15;
							      end
					assign rd1 = (a1 == 4'b1111) ? r15 : mem[a1];
					assign rd2 = (a2 == 4'b1111) ? r15 : mem[a2];
endmodule
module single_cycle(input clk,input enable,output LED1,output reg LED2,LED3);
reg [32:0] cnt = 0;
reg number=0;
reg start=0;
reg stop=0;
reg reset=0;
wire debug1,debug2;
single_cycle_top sc(number,reset,debug1,debug2);
always @(negedge enable,posedge stop)begin
	if(stop)
		start=0;
	else begin
		if(!enable) 
			start=1;
		else
			start=0;
	end
end
always @(posedge clk)begin
	cnt <= cnt + 1'b1;
end
always @(posedge cnt[4]) begin       
	if(!start) begin
		number=0;
		stop=0;
		reset=1;
	end else begin
		reset=0;
		number = ~number;
		if(debug1&&debug2)
			stop=1;
	end
end
always @(debug1, debug2,start) begin
	if(start) begin
		LED2=~debug1;
		LED3=~debug2;
	end
end
assign LED1 = !number;
endmodule 
module single_cycle_tp(input clk,reset,output y,z);
reg [3:0]cnt;
assign y=cnt[2];
assign z=cnt[3];
always@(negedge clk,posedge reset) begin
	if(reset)
	cnt<=0;
	else
	cnt<=cnt+1'b1;
    end
endmodule
module single_cycle_top(clk,reset,debug1,debug2);
    input clk;
	input reset;
	output reg debug1,debug2;
    wire [31:0] instruction,PC;
    wire [31:0] DataAdr,WriteData,ReadData;
    wire Write_Enable;
    memory im(PC,instruction);
    datamem dm(DataAdr,WriteData,Write_Enable,ReadData,clk);
    ARM proc(clk,reset,instruction,ReadData,DataAdr,WriteData,Write_Enable,PC);
	always@(negedge clk,posedge reset) begin
	if(reset) begin
		debug1=0;
		debug2=0;
	end else begin
		if((WriteData==8'h00000007)&(DataAdr==8'h00000014))
			debug1=1;
		if((WriteData==8'h00000007)&(DataAdr==8'h0000001A))
			debug2=1;
		end
    end
endmodule
==> qor.txt <==
maximum vdd drop: 0.2076 mV
setup violation total in the final timing report: 0
final-report max-slew violation count: 0
Overflow after GRT: 0
skew final: 0.002510 ns
TritonCTS clock tree: yes
critical path launch point type: register
most frequent cell after synthesis: sky130_fd_sc_hd__dfxtp_1
global-route usage over all layers: 0.01510
Netlist cell types: 9
category of the worst setup path capture point: register
reported leakage power: 0.0001327 µW
Synth area leader: sky130_fd_sc_hd__dfxtp_1
final standard cell count with taps included and fillers excluded: 74
total half-perimeter wirelength after legalization and detailed placement: 245.9 µm
tally of filler cells in the layout: 401
Placer Congestion: 0.6552
data arrival time of the critical path: 1.02 ns
# Cells Yosys: 20
layout overhead on the synthesized area: 48.33%
OpenROAD warning count: 28
count of unclocked register or latch pins: 1
initial core utilization: 0.06593
aggregate negative setup slack: 0 ns
Crit Path Class: register to register
# clock sinks: 7
vias in the first global route: 188
cell area after technology mapping: 225.2 µm²
post-route antenna net violation count: 0
top flip-flop cell by instance count after synthesis: sky130_fd_sc_hd__dfxtp_1
Top area cell types: sky130_fd_sc_hd__dfxtp_1 62%, sky130_fd_sc_hd__xnor2_1 7.8%, sky130_fd_sc_hd__buf_4 6.7%, sky130_fd_sc_hd__ha_1 5.6%, sky130_fd_sc_hd__inv_1 5.0%
synthesized flop and latch total: 7
cells after synthesis: 20
worst hold-check path type: clock port to register
Port Buf Inserts: 1
via count: 143
Yosys top cell area share: 0.6222
iteration count of the initial detailed-routing pass: 2
warnings from Yosys: 0
Hold Slack: 0.03000 ns
number of remaining DRC errors: 0
Combinational Area: 62.56 µm²
async set-or-reset flop fraction in the synthesized netlist: 0
final cell area excluding filler cells: 334.1 µm²
I/O pin count: 5
synth cell count leaders: 7 x sky130_fd_sc_hd__dfxtp_1, 3 x sky130_fd_sc_hd__inv_1, 2 x sky130_fd_sc_hd__buf_4, 2 x sky130_fd_sc_hd__nand3_1, 2 x sky130_fd_sc_hd__xnor2_1
result of the run: completed
Die Y-Extent: 80 µm
flip-flops with a built-in enable: 0
max-cap violation count: 0
drt wl/cell: 5.311 µm
# Post-CTS Setup Buffers: 0
count of endpoints without a timing constraint: 2
least setup slack across all paths after layout: 0.6124 ns
Syn Area/Cell: 11.26 µm²
Sequential Area: 140.1 µm²
number of antenna violations at the first check in global routing: 0
clock-pin slew on the worst setup and hold paths: 0.04 ns
hold violation count in the final report: 0
fraction of final layout cells sized beyond drive strength 1: 0.2143
wire length of the first global-routing pass: 683 µm
FP Rows: 21
crit path max fanout: 3
number of placed instances, taps included: 66
cts repair resizes: 0
required arrival time at the worst endpoint: 1.63 ns
unrepaired setup endpoints after global routing: no
placed inst area: 281.5 µm²
violation count after the first detailed-route iteration: 2
largest net degree at the start of global routing: 4
Chip Width: 80 µm
# diodes: 0
routed vias/inst: 1.932
area of the die: 6400 µm²
setup slack after placement: 0.6181 ns
sequential share of the synthesized area: 0.6222
area of the synthesized netlist per yosys stat: 225.2 µm²
pwr/cell area: 1367 nW/µm²
floorplan core area: 3416 µm²
CTS Hold Bufs: 0
Routed Wire Length: 393 µm
[layout make-up]
class | count | share of cell area
clock buffer | 7 | 0.1461
multi-input combinational | 9 | 0.1873
clock inverter | 2 | 0.02247
timing repair buffer | 1 | 0.02996
inverter | 2 | 0.02247
sequential | 7 | 0.4195
tap | 46 | 0.1723
[report_power, final]
part           switching, µW  internal (µW)
registers                  0            163
logic                  0.254              0
clock network           96.5            196
[kinds of logic after synthesis]
logic type,share of synthesized area
buffers and inverters,0.1166
XOR/XNOR,0.1167
other,0.01665
flip-flops,0.6222
AND/OR/NAND/NOR,0.07224
adder cells (fa/ha/maj),0.05555
[path summary, 6_finish.rpt]
| check | from | end | slack, ns | depth (start not counted) |
|---|---|---|---|---|
| worst max register to register | cnt[0] | cnt[4] | 0.61 | 3 |
| worst min register to register | cnt[0] | cnt[0] | 0.40 | 1 |
| worst max-delay path | cnt[0] | cnt[4] | 0.61 | 3 |
| worst min-delay path | enable | start | 0.03 | 3 |
| max in group clk1 | enable | start | 0.68 | 3 |
| min in group clk0 | cnt[0] | cnt[0] | 0.40 | 1 |
[cell usage in the layout (no fill, tap or decap)]
| master | Yosys | layout |
|---|---|---|
| sky130_fd_sc_hd__inv_1 | 3 | 4 |
| sky130_fd_sc_hd__clkdlybuf4s50_1 | 0 | 1 |
| sky130_fd_sc_hd__nand3_1 | 2 | 2 |
| sky130_fd_sc_hd__conb_1 | 1 | 2 |
| sky130_fd_sc_hd__xnor2_1 | 2 | 2 |
| sky130_fd_sc_hd__ha_1 | 1 | 1 |
| sky130_fd_sc_hd__xor2_1 | 1 | 1 |
| sky130_fd_sc_hd__nor2b_1 | 1 | 1 |
| sky130_fd_sc_hd__clkbuf_1 | 0 | 1 |
| sky130_fd_sc_hd__clkbuf_4 | 0 | 6 |
| sky130_fd_sc_hd__dfxtp_1 | 7 | 7 |
[sequential cells by signal (all words and copies together) (netlist names)]
signal,flops
number,1
start,1
cnt,5
[routing by layer]
layer	global-route usage	share of wire
met5	0	0
met4	0.007042	0.025
met3	0.02727	0.22
met2	0.01846	0.37
met1	0.009383	0.38
[per-stage QoR]
stage,power (µW),util
6_report,456.6,0.09780
4_1_cts,467.1,0.09780
2_1_floorplan,182.1,-
3_5_place_dp,178.8,0.08242
5_1_grt,485.0,0.09780
3_3_place_gp,178.9,0.08242
[critical path, stage by stage (launching register included)]
cell and delay (ns):
sky130_fd_sc_hd__dfxtp_1 0.35, sky130_fd_sc_hd__ha_1 0.20, sky130_fd_sc_hd__nand3_1 0.10, sky130_fd_sc_hd__xnor2_1 0.13
Power and IR drop assume default switching activity.
